## ./design.v

```verilog
module fifo 
#(
    parameter WIDTH = 8,
    parameter DEPTH = 8,
    parameter ADDR_LEN = 3
) (
    clk_i, reset_i, data_in_i, wr_i, rd_i, 
    data_out_o, empty_o, full_o
);
    input clk_i, reset_i;
    input wr_i, rd_i;
    input [WIDTH-1:0] data_in_i;
    output [WIDTH-1:0] data_out_o;
    output empty_o, full_o;
    reg [WIDTH-1:0] mem [0:DEPTH-1];
    reg [ADDR_LEN-1:0] rd_ptr, wr_ptr;
    reg [ADDR_LEN-1:0] fifo_cnt;
    assign empty_o = (fifo_cnt == 0);
    assign full_o = (fifo_cnt == DEPTH);
    integer i;
    always @(posedge clk_i)
    begin
        if(!reset_i) begin
            fifo_cnt <= 0;
        end
        else begin
            if ((wr_i && !full_o) & ~(rd_i && !empty_o))
                fifo_cnt <= fifo_cnt + 1;
            else if (~(wr_i && !full_o) & (rd_i && !empty_o))
                fifo_cnt <= fifo_cnt - 1;
        end
    end
    always @(posedge clk_i)
    begin
        if(reset_i) begin
            wr_ptr <= 0;
            rd_ptr <= 0;
        end
        else begin
            wr_ptr <= (wr_i && !full_o) ? wr_ptr + 1 : wr_ptr;
            rd_ptr <= (rd_i) ? rd_ptr + 1 : rd_ptr;
        end
    end
    always @(posedge clk_i)
    begin
        if(reset_i) begin
            for (i = 0; i < DEPTH; i = i + 1) begin
                mem[i] <= 'b0;
            end
        end
        else if (wr_i && !full_o)
            mem[wr_ptr] <= data_in_i;
        else begin end
    end
    assign data_out_o = mem[rd_ptr];
endmodule
module rob
#(
    parameter NUM_ENTRIES = 32
)
(
    clk_i, reset_i, 
    allocate_req_i,
    update_req_alu_i, update_req_lsu_i, update_req_mul_i, 
    prd_addr_i, pc_i, inst_i,
    rob_idx_alu_i, reg_value_alu_i,
    rob_idx_lsu_i, reg_value_lsu_i,
    rob_idx_mul_i, reg_value_mul_i,
    empty_o, full_o,
    rob_idx_o,
    commitment_valid_o, inst_committed_o, pc_committed_o, prd_addr_committed_o, prd_value_committed_o
);
    input clk_i;
    input reset_i;
    input allocate_req_i;   
    input update_req_alu_i;   
    input update_req_lsu_i;   
    input update_req_mul_i;   
    input [4:0] prd_addr_i;
    input [31:0] pc_i;
    input [31:0] inst_i;
    input [4:0] rob_idx_alu_i;
    input [31:0] reg_value_alu_i;
    input [4:0] rob_idx_lsu_i;
    input [31:0] reg_value_lsu_i;
    input [4:0] rob_idx_mul_i;
    input [31:0] reg_value_mul_i;
    output empty_o;
    output full_o;
    output [4:0] rob_idx_o;
    output reg commitment_valid_o;
    output reg [31:0] inst_committed_o;
    output reg [31:0] pc_committed_o;
    output reg [4:0]  prd_addr_committed_o;
    output reg [31:0] prd_value_committed_o;
    reg [4:0] head;
    reg [4:0] tail;
    reg [4:0] fifo_cnt;
    reg [NUM_ENTRIES - 1:0] valid;
    reg [31:0] reg_value [0:NUM_ENTRIES - 1];  
    wire ready;
    wire [4:0] prd_addr_committed;
    wire [31:0] pc_committed;
    wire [31:0] inst_committed;
    wire [31:0] new_valid;
    assign empty_o = (fifo_cnt == 0);
    assign full_o = (fifo_cnt == NUM_ENTRIES);
    assign ready = valid[head];
    assign rob_idx_o = tail;
    assign new_valid = valid | ((1 << rob_idx_alu_i) & {5{update_req_alu_i}}) | ((1 << rob_idx_lsu_i) & {5{update_req_lsu_i}} ) | ((1 << rob_idx_mul_i) & {5{update_req_mul_i}}) & (~((1 << tail) & {5{allocate_req_i}}));
    always @(posedge clk_i)
    begin
        if(reset_i) begin
            tail <= 0;
            head <= 0;
            commitment_valid_o <= 1'b0;
            pc_committed_o <= 'b0;
            inst_committed_o <= 'b0;
            prd_addr_committed_o <= 'b0;
            prd_value_committed_o <= 'b0;
        end
        else begin
            tail <= (allocate_req_i && !full_o) ? tail+1 : tail;
            head <= ready ? head+1 : head;
            commitment_valid_o <= ready;
            pc_committed_o <= pc_committed;
            inst_committed_o <= inst_committed;
            prd_addr_committed_o <= prd_addr_committed;
            prd_value_committed_o <= reg_value[head];
        end
    end
    integer i;
    always @(posedge clk_i)
    begin
        if(reset_i) begin
            fifo_cnt <= 0;
        end
        else begin
            if ((allocate_req_i && !full_o) & ~(ready && !empty_o))
                fifo_cnt <= fifo_cnt+1;
            else if (~(allocate_req_i && !full_o) & (ready && !empty_o))
                fifo_cnt <= fifo_cnt-1;
        end
    end
    always @(posedge clk_i)
    begin
        if (reset_i) begin
            valid <= 'b0;
        end
        else begin
            valid <= new_valid;
        end
    end
    always @(posedge clk_i)
    begin
        if (reset_i) begin
            for (integer i = 0; i < NUM_ENTRIES; i = i + 1) begin
                reg_value[i] <= 'b0;
            end
        end
        else begin
            if (update_req_alu_i) begin
                reg_value[rob_idx_alu_i] <= reg_value_alu_i;
            end
            if (update_req_mul_i) begin
                reg_value[rob_idx_mul_i] <= reg_value_mul_i;
            end
            if (update_req_lsu_i) begin
                reg_value[rob_idx_lsu_i] <= reg_value_lsu_i;
            end
        end
    end
    fifo #(.WIDTH(5), .DEPTH(NUM_ENTRIES), .ADDR_LEN(5)) cbuf_prd (
        .clk_i(clk_i), .reset_i(reset_i), 
        .data_in_i(prd_addr_i), .wr_i(allocate_req_i), .rd_i(ready), 
        .data_out_o(prd_addr_committed), 
        .empty_o(), .full_o()
    );
    fifo #(.WIDTH(32), .DEPTH(NUM_ENTRIES), .ADDR_LEN(5)) cbuf_pc (
        .clk_i(clk_i), .reset_i(reset_i), 
        .data_in_i(pc_i), .wr_i(allocate_req_i), .rd_i(ready), 
        .data_out_o(pc_committed), 
        .empty_o(), .full_o()
    );
    fifo #(.WIDTH(32), .DEPTH(NUM_ENTRIES), .ADDR_LEN(5)) cbuf_inst (
        .clk_i(clk_i), .reset_i(reset_i), 
        .data_in_i(inst_i), .wr_i(allocate_req_i), .rd_i(ready), 
        .data_out_o(inst_committed), 
        .empty_o(), .full_o()
    );
endmodule
```

## ./run.sh

```bash
#!/bin/bash
# OpenROAD 26Q1-2900-gdf79404cd8, Yosys 0.63+post, stock flow scripts
make -C /OpenROAD-flow-scripts/flow DESIGN_CONFIG=/design/flow/config.mk WORK_HOME=/design/flow/orfs finish
```

## ./config.mk

```make
export PLATFORM = sky130hd
export DESIGN_NAME = rob
export DESIGN_NICKNAME = rob
export VERILOG_FILES = /design/flow/design.v
export SDC_FILE = /design/flow/constraint.sdc
export NUM_CORES = 4
export LEC_CHECK = 1
export CORE_UTILIZATION = 50
```

## ./constraint.sdc

```tcl
current_design rob

set clk_period 46.0
set clk_io_pct 0.2

create_clock -name clk0 -period $clk_period [get_ports {clk_i}]

set non_clock_inputs [all_inputs -no_clocks]
set_input_delay [expr $clk_period * $clk_io_pct] -clock clk0 $non_clock_inputs
set_output_delay [expr $clk_period * $clk_io_pct] -clock clk0 [all_outputs]
```

==> run summary <==
This note records the results obtained with Yosys and OpenROAD.

Outcome
The flow ran to the end, and the final reports show no timing, DRC or antenna violations.

Power
The power density normalized to cell area is 38.2 nW/µm². The worst ir drop on vdd is 0.0344 mV. The static leakage is 64.6 nW.

The total power consumption of the routed design is 6.97 mW.

Die
The overall die area is 328000 µm². The floorplan core density is 0.503. The number of I/O pins is 295. The vertical die dimension reported for this design is 573 µm. Per the OpenROAD floorplan log, the area of the core is 324000 µm². The floorplan has 209 rows.

In this run the horizontal extent of the chip is 573 µm.

Setup path
The kind of launch point of the worst setup path is an input port. The number of cells on the worst reg-to-reg path is 7. The capture point of the worst reg-to-reg path is pc_committed_o[13]. The minimum setup slack among reg-to-reg paths is 40.87 ns. The peak fanout along the critical path is 44. The startpoint of the lowest-slack register-to-register path is cbuf_pc.rd_ptr[0]. The kind of capture point of the worst setup path is a flip-flop.

According to the timing report, the data required time at the worst endpoint equals 46.63 ns. The class of the most critical setup path is in2reg. Data on the critical path arrives at its endpoint at 12.83 ns.

Clocking
Looking at the clock tree report, the H-tree level count equals 5. The number of hold buffers added after cts is 0. The count of buffers added by post-CTS timing repair for setup is 0. The number of clock buffers inserted by TritonCTS is 371.

Counting along the longest clock path gives a buffer depth of 4. Clock latency on the worst-skew pair, taken at its later pin, is 0.96 ns. In this run, post-CTS repair resized a total of 0 instances. The TritonCTS clock tree is built. The clock sink total is 3384. The register clock-pin slew on the reported worst setup and hold paths is 0.06 ns. CTS placed an instance of sky130_fd_sc_hd__clkbuf_16 at the clock tree root.

Job
The warning total across the stage logs is 38. The report counts max-capacitance violations totalling 0.

Yosys
Of all cell types, the one taking the most synthesized area is sky130_fd_sc_hd__edfxtp_1. The number of cells produced by synthesis is 11800. Yosys reports a chip area of 163000 µm². The count of distinct cell types in the synthesized netlist is 77.

Sorting the synthesized cells by area gives the leading types as sky130_fd_sc_hd__edfxtp_1 60%, sky130_fd_sc_hd__mux4_2 9.8%, sky130_fd_sc_hd__and2_1 8.8%, sky130_fd_sc_hd__a222oi_1 2.7%, sky130_fd_sc_hd__clkbuf_1 2.5%. The area share of the leading cell type in the synthesized netlist is 0.596. The average size of a mapped cell is 13.8 µm². The number of cells in Yosys stat is 11800.

The warning count from the yosys run is 3. The post-synth register bit count is 3384. The dominant register cell in the synthesized netlist is sky130_fd_sc_hd__edfxtp_1. The portion of the post-synthesis area used by sequential elements is 0.614. In the synthesized netlist the async set-or-reset flop fraction comes to 0. The number of enable flip-flop cells is 3232. The mapped cell area is 163000 µm².

Routing
The routed wire length per instance is 30.5 µm. Per the detailed-route log, wirelength across all metal layers totals 498 mm. The number of violations reported at the end of detailed-routing iteration 0 is 9818. Using the TritonRoute via totals, the vias-per-cell ratio works out to 6.36.

In this run the remaining antenna-violating nets after routing total 0. The remaining design rule violation count is 0. The detailed router placed 104000 vias in this run. The first-pass iteration count of the detailed router is 29.

Placed design
The cell total after placement is 15600. The count of buffers inserted at the top-level ports is 293. Setup slack on the worst path after placement came out at 32.95 ns. Routability-driven placement finished with a final weighted congestion of 0.937. The placed wire-length estimate is 301 mm. The area after detailed placement is 171000 µm².

Timing
The worst setup skew after layout is 0.0571 ns. The final count of hold timing violations is 0. The flow reports an fmax of 82.0 MHz.

For the pin with the worst max-slew slack, the measured transition is 1.35 ns. Of the available clock period, the critical path in the final layout requires 0.265. The max-slew headroom at the worst pin is 0.0751. The setup TNS is 0 ns. Once routing completed, OpenROAD measured the worst setup slack at 33.80 ns.

The final number of setup-violating endpoints is 0. The number of max-slew violations in the final report is 0. The final timing report derives a shortest allowable period of 12.20 ns.

Setup repair after global routing left no endpoint under its margin.

Layout
In the layout the commonest cells are 3232 x sky130_fd_sc_hd__edfxtp_1, 2303 x sky130_fd_sc_hd__and2_1, 707 x sky130_fd_sc_hd__mux4_2. Between the synthesized netlist and the finished layout, the area growth was recorded as 12.0%. The count of cells in the finished layout, fillers not included, comes to 16300. In the final layout, the share of cells above drive strength 1 is 0.182.

Among logic cells in the layout, the one with the most instances is sky130_fd_sc_hd__edfxtp_1. The final instance area is 183000 µm².

Min path
The critical hold path startpoint is valid[0]. The worst-case hold path end point is valid[0]. The hold-critical path depth is 2. According to the hold report, the worst path is of the reg2reg type.

Global route
The initial antenna violation count is 22. The total global-route track usage is 0.335. The total grt overflow is 0.

The first global-routing pass estimated 729 mm of wire. The number of global-route vias before repair was 109000. Entering global routing, the biggest net connects 95 pins.
## cell usage after synthesis, types with 12 or more instances
master and instances:
sky130_fd_sc_hd__a2111oi_0 63, sky130_fd_sc_hd__or3_1 13, sky130_fd_sc_hd__or4b_2 17, sky130_fd_sc_hd__buf_4 30, sky130_fd_sc_hd__o21ai_0 384, sky130_fd_sc_hd__buf_2 183
sky130_fd_sc_hd__and2_1 2303, sky130_fd_sc_hd__a221o_1 93, sky130_fd_sc_hd__dfxtp_1 152, sky130_fd_sc_hd__ha_1 25, sky130_fd_sc_hd__nand3_1 35, sky130_fd_sc_hd__nand2b_1 12
sky130_fd_sc_hd__nor2b_1 16, sky130_fd_sc_hd__nor2_1 255, sky130_fd_sc_hd__a22o_1 69, sky130_fd_sc_hd__a21oi_1 116, sky130_fd_sc_hd__buf_6 22, sky130_fd_sc_hd__xor2_1 12
sky130_fd_sc_hd__a222oi_1 445, sky130_fd_sc_hd__o22ai_1 128, sky130_fd_sc_hd__a22oi_1 493, sky130_fd_sc_hd__o21ai_1 80, sky130_fd_sc_hd__nand3b_1 20, sky130_fd_sc_hd__a32oi_1 33
sky130_fd_sc_hd__mux2_2 33, sky130_fd_sc_hd__edfxtp_1 3232, sky130_fd_sc_hd__mux4_2 707, sky130_fd_sc_hd__buf_1 50, sky130_fd_sc_hd__a211oi_1 73, sky130_fd_sc_hd__or2_2 95
sky130_fd_sc_hd__nor3_2 17, sky130_fd_sc_hd__o221ai_1 70, sky130_fd_sc_hd__clkbuf_1 1106, sky130_fd_sc_hd__nor3_1 75, sky130_fd_sc_hd__inv_1 462, sky130_fd_sc_hd__nand2_1 497
sky130_fd_sc_hd__mux2i_1 299
## report_power, final
group          internal, mW  total [mW]  switching [mW]
registers              3.51        3.55          0.0445
logic                 0.161       0.474           0.313
clock network          1.71        2.94            1.23
total                  5.38        6.97            1.59
## flip-flops by register name, indices dropped and copies added (netlist names)
signal,count
tail,5
cbuf_inst.wr_ptr,5
prd_addr_committed_o,5
cbuf_pc.rd_ptr,5
cbuf_prd.rd_ptr,5
cbuf_pc.wr_ptr,5
prd_value_committed_o,32
commitment_valid_o,1
cbuf_inst.mem,1024
inst_committed_o,32
cbuf_inst.rd_ptr,5
pc_committed_o,32
cbuf_prd.mem,160
fifo_cnt,5
cbuf_prd.wr_ptr,5
head,5
reg_value,1024
cbuf_pc.mem,1024
valid,5
## metrics by stage
| stage | util | hold slack [ns] |
|---|---|---|
| final | 0.563 | 0.500 |
| after global routing | 0.563 | 0.569 |
| after CTS | 0.563 | 0.495 |
| after detailed placement | 0.526 | 0.484 |
| after global placement | 0.526 | 0.475 |
| after floorplan | - | 0.447 |
## cells by family (layout without fill, tap and decap cells)
group	Yosys count	count (layout)	share of synthesized area
adders and majority gates	26	26	0.00204
other	1	14	0.0000230
and+or+nand+nor	3441	3441	0.122
xor gates and xnor gates	20	20	0.00107
muxes	1039	1039	0.118
DFF	3384	3384	0.614
buffers and inverters	1853	2002	0.0458
AOI/OAI and AO/OA	2078	2078	0.0962
## layer usage
metal	GRT usage	up-vias	part of all wire
li1	-	44700	-
met1	0.452	50400	0.34
met2	0.469	7631	0.45
met3	0.220	1092	0.17
met4	0.102	42	0.039
met5	0.0197	-	0.0016
## area by class of cell
cell class,instances,area (µm²)
well taps,4325,5410
repair buffers,860,7200
fillers,24500,142000
clock inverters,201,1890
inverters,462,1730
clock buffers,479,10000
flip-flops and latches,3384,100000
multi-input cells,6605,56100
diodes,13,32.5
## how the worst max path moves through the flow
stage	start	end	cells past startpoint
CTS	reset_i	reg_value[7][10]	9
finish	reset_i	reg_value[7][13]	9
global route	reset_i	reg_value[19][10]	10
## critical path, stage by stage
cell	delay, ns
sky130_fd_sc_hd__buf_8	0.31
sky130_fd_sc_hd__buf_4	0.51
sky130_fd_sc_hd__buf_4	0.55
sky130_fd_sc_hd__nand4b_1	0.19
sky130_fd_sc_hd__buf_4	0.31
sky130_fd_sc_hd__nor2_4	0.06
sky130_fd_sc_hd__buf_4	0.32
sky130_fd_sc_hd__or4b_2	0.92
sky130_fd_sc_hd__buf_4	0.35
No activity file was given, so power comes from the tool's default toggle rates.

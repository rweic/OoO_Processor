===== design.v =====
module dcache #(parameter WIDTH=32, parameter ADDR_LEN=6) (clk, reset, w_en, wdata, raddr, waddr, rdata);
    input clk, reset, w_en;
    input [WIDTH-1:0] wdata;
    input [ADDR_LEN-1:0] raddr, waddr;
    output [WIDTH-1:0] rdata;
    reg [WIDTH-1:0] mem [0:2<<ADDR_LEN-1];
    integer i;
    assign rdata = mem[raddr];
    always @(posedge clk) begin
        if (reset) begin
            for (i = 1; i < 32; i = i + 1)
                mem[i] <= 0;
        end
        else if (w_en)
            mem[waddr] <= wdata;
    end
endmodule

===== run.sh =====
#!/bin/bash
# OpenROAD 26Q1-2900-gdf79404cd8, Yosys 0.63+post, stock flow scripts
make -C /OpenROAD-flow-scripts/flow DESIGN_CONFIG=/design/flow/config.mk WORK_HOME=/design/flow/orfs finish

===== config.mk =====
export PLATFORM = sky130hd
export DESIGN_NAME = dcache
export DESIGN_NICKNAME = dcache
export VERILOG_FILES = /design/flow/design.v
export SDC_FILE = /design/flow/constraint.sdc
export NUM_CORES = 4
export LEC_CHECK = 1
export CORE_UTILIZATION = 50

===== constraint.sdc =====
current_design dcache

set clk_period 14.3
set clk_io_pct 0.2

create_clock -name clk0 -period $clk_period [get_ports {clk}]

set non_clock_inputs [all_inputs -no_clocks]
set_input_delay [expr $clk_period * $clk_io_pct] -clock clk0 $non_clock_inputs
set_output_delay [expr $clk_period * $clk_io_pct] -clock clk0 [all_outputs]

==> results.ini <==
[run_status]
status = finished, final reports clean

[yosys]
synthArstFlopShare_pct = 0
ys.flop_type = edfxtp_1
syn_area_per_cell_sq_um = 18.65
ys_seq_share_pct = 72.31
yosysTopAreaCell = edfxtp_1
synth_stat.cells = 4561
synth_cells = 4561
edf_count = 2048
ys_chip_area_sq_um = 85050
synth.most_common_cell = edfxtp_1
syn_area_sq_um = 85050
yosys_warnings = 1
top_cells_by_count = 2,048 x edfxtp_1, 994 x and2_1, 519 x mux4_2
top_cell_area_share_pct = 72.31
postSynthRegisterBits = 2048
synth_cell_types = 36
topCellsByArea = edfxtp_1 72%, mux4_2 14%, and2_1 7.3%, mux2i_1 1.2%, clkbuf_1 1.2%

[worst_hold_path]
hp-start = wdata[3]
worstHoldPathType = in -> reg

[critical_path]
worst-setup-path-type = in -> out
worstPathMaxFanout = 79
crit_buf_inv = 4
end_kind = output pin
critPathTopFamily = buffers and inverters
critPathLaunchType = input port
worstPathArrival_ps = 7570
worstPathRequired_ps = 11440
cpMostUsedCell = a21oi_1
max_stage_delay_ps = 990
cp_slowest_cell = a21oi_1
crit_start = raddr[1]
path_cells = buf_8 -> buf_4 -> buf_12 -> mux4_2 -> mux2i_1 -> a21oi_1 -> a21oi_1 -> nor2_1 -> clkdlybuf4s50_1

[floorplanning]
die_height_microns = 414.4
die_x_microns = 414.4
core_sq_um = 168000
io_pins = 79
num_rows = 150
chip_area_sq_um = 171700
fp-utilization_pct = 50.63

[placement]
io_buffers = 78
place_congestion = 0.8965
dpl_cell_area_sq_um = 88580
pre_cts_slack_ps = 3997
hpwl_mm = 133.2

[route]
route.met3.wl_mm = 42.61
viasPerCell = 6.035
vias = 42477
ant_nets = 0
wl_met1_mm = 74.83
wl_per_cell_microns = 33.80
drc = 0
drt-total-wl_mm = 237.9
dr_wl_met2_mm = 110.7
drt-initial-drc-count = 2793
drt_first_pass_iters = 7
top_layer_used = met5

[cts]
cts_buffers = 207
cts_resized = 0
cts_setup_buffers = 0
clockBufferDepth = 3
cts_tree = done
clk_pin_slew_ps = 60
htree_levels = 4
cts_sinks = 2048
clockRootBuffer = clkbuf_16
cts_hold_buf = 0

[final_timing]
slew_headroom_pct = 20.05
min_period_over_period_pct = 72.96
worstMarginPinSlew_ps = 1199
setup_viol = 0
fmax_ghz = 0.09584
drv_slew = 0
rsz0062_at_grt = false
hold_viol = 0
fin_crit_ps = 10430
fin_ws_ps = 3866
finalSetupTns_ps = 0

[finish]
nFillCells = 12200
syn2layout_area_growth_pct = 11.75
regMostFlops = mem
largest_register_ffs = 2048
drive_above_1_share_pct = 23.37
final_util_pct = 56.58
finish.instance_area_sq_um = 95040
reg_top3 = mem (2048)

[job]
warning_count = 26
drv_cap = 0

[power_and_ir_drop]
p_per_area_nw_per_um2 = 135.0
vdd_drop_max_v = 0.0001211
p_leak_nw = 31.26
p_total_mw = 12.83

[global_route]
grt_max_degree = 80
grt_pass1_vias = 46338
grt_pass1_wl_mm = 338.2
grt_usage_pct = 31.72
antenna_found_initial = 11
overflow = 0

-- final cells by class --
| class | instances | area, sq um | share of cell area (%) |
|---|---|---|---|
| flip-flops and latches | 2048 | 61500 | 64.71 |
| multi-input cells | 2129 | 22170 | 23.33 |
| clock buffers | 263 | 5475 | 5.761 |
| well taps | 2204 | 2758 | 2.902 |
| repair buffers | 270 | 2136 | 2.247 |
| clock inverters | 116 | 979.7 | 1.031 |
| inverters | 4 | 15.01 | 0.01580 |
| diodes | 4 | 10.01 | 0.01053 |
-- where the power goes --
part / internal, mW / switching (mW) / total (mW)
clock: 2.95 / 2.25 / 5.20
combinational: 0.292 / 0.542 / 0.834
sequential: 6.76 / 0.0393 / 6.80
-- placed cells by master, fill, tap and decap left out, drive strengths merged, types with 2 or more instances in the layout --
cell type,count
edfxtp,2048
and2,994
mux4,519
clkbuf,263
buf,229
nor2,123
mux2i,106
clkinv,95
o21ai,72
a21oi,59
a221oi,56
o22ai,47
clkdlybuf4s50,41
nand2,38
or2,33
o221ai,28
bufinv,14
nor3,9
inv,9
nand2b,7
nand3b,6
o21a,6
or3b,5
nand3,5
nor2b,5
diode,4
or3,2
nand4b,2
clkinvlp,2
-- per-layer routing --
metal	vias to the layer above	global-route usage [%]
met5	-	1.000
met4	6	9.577
met3	400	24.60
met2	2869	44.16
met1	21120	40.61
li1	18082	-
-- metrics by stage --
stage	hold slack, ps	instances
6_report	2309	7038
5_1_grt	2280	7037
4_1_cts	2244	7034
3_5_place_dp	3146	6655
3_3_place_gp	3142	6655
2_1_floorplan	2959	4561
-- cells by family after synthesis --
kind of cell,Yosys count,share of synthesized area (%)
flops,2048,72.31
mux,626,15.00
compound gates,272,2.071
buf+inv,384,2.017
simple gates,1231,8.595
-- worst paths after layout --
kind	end	cells after the start
worst max-delay path	rdata[28]	9
worst min-delay path	mem[42][3]	1
Power and IR drop assume default switching activity.

## ./design.v

```verilog
module hazard_detect(
    input logic [4:0] SourceReg1Dec,
    input logic [4:0] SourceReg2Dec,
    input logic [4:0] DestRegExec,
    input logic [4:0] DestRegMem,
    input logic [4:0] DestRegWriteBack,
    input logic RegisterWriteMem,
    input logic RegisterWriteWriteBack,
    input logic ResultSourceExec0,  
    input logic ProgramCounterSourceExec,
    output logic StallDecode_o,
    output logic StallFetch_o,
    input logic muldiv_hazard_i
);
    logic LoadWordStall;
    logic RAW_hazard;
    always_comb begin
        if (SourceReg1Dec == 0) begin  
            RAW_hazard = 1'b0;
        end
        else if ((SourceReg1Dec == DestRegExec) || (SourceReg1Dec == DestRegMem)) begin
            RAW_hazard = 1'b1;  
        end
        else if ((SourceReg2Dec == DestRegExec) || (SourceReg2Dec == DestRegMem)) begin
            RAW_hazard = 1'b1;  
        end else begin
            RAW_hazard = 1'b0;
        end
    end
    assign LoadWordStall = (ResultSourceExec0 == 1) && ((DestRegExec == SourceReg1Dec) || (DestRegExec == SourceReg2Dec));
    assign StallFetch_o = (LoadWordStall || RAW_hazard);
    assign StallDecode_o = (LoadWordStall || RAW_hazard);
endmodule
```

## ./constraint.sdc

```tcl
current_design hazard_detect

set clk_period 1.9
set clk_io_pct 0.2

create_clock -name clk0 -period $clk_period

set non_clock_inputs [all_inputs -no_clocks]
set_input_delay [expr $clk_period * $clk_io_pct] -clock clk0 $non_clock_inputs
set_output_delay [expr $clk_period * $clk_io_pct] -clock clk0 [all_outputs]
```

## ./run.sh

```bash
#!/bin/bash
# OpenROAD 26Q1-2900-gdf79404cd8, Yosys 0.63+post, stock flow scripts
make -C /OpenROAD-flow-scripts/flow DESIGN_CONFIG=/design/flow/config.mk WORK_HOME=/design/flow/orfs finish
```

## ./config.mk

```make
export PLATFORM = sky130hd
export DESIGN_NAME = hazard_detect
export DESIGN_NICKNAME = hazard_detect
export VERILOG_FILES = /design/flow/design.v
export SDC_FILE = /design/flow/constraint.sdc
export NUM_CORES = 4
export LEC_CHECK = 1
export CORE_AREA = 10 10 70 70
export DIE_AREA = 0 0 80 80
```

==> flow_summary.toml <==
# yosys + openroad results
[yosys]
postSynthCellCount = 33
simple_gate_share_pct = 18.6
syn-cell-area_um2 = 249
ys_sh_mux_pct = 0
ys_chip_area_um2 = 249
yosysCellCount = 33
topCombFamilyByArea = "XOR/XNOR gates"
ys_seq_share_pct = 0
synth.distinct_cells = 10
ys_sh_aoi_pct = 8.04
syn_avg_cell_area_um2 = 7.55
xor_share_pct = 70.4
ys_sh_adder_pct = 0
synth_warnings = 1

[grt]
antenna_found_initial = 0
overflow = 0
first_global_vias = 376
track_usage_pct = 3.14
grt_max_degree = 4
grt_pass1_wl_mm = 1.64

[die]
die_h_um = 80
die-area_um2 = 6400
die_width_um = 80
rows = 21
core_um2 = 3420
io_pins = 32
fp-utilization_pct = 7.29

[finish]
regArea_um2 = 0
fillers = 406
final_cells = 110
ff_count = 0
area_growth_pct = 133
layout_top_cells = "xnor2_1 (10), dlygate4sd2_1 (10), buf_4 (9)"
layout-drive-gt1-share_pct = 32.8
clock_buffers = 0
logic_area_um2 = 272

[critical_path]
critPathLaunchType = "primary input"
cp.arrival_ns = 1.47
crit_path_end_kind = "output pin"
crit_fanout = 2
worstSetupPathType = "in2out"
required_ns = 1.52

[route]
diodes = 0
drt_iter0_markers = 0
viasPerCell = 3.05
wire_per_inst_um = 9.98
drcViolationCount = 0
num_vias = 336
wirelength_mm = 1.10
first_pass_iters = 1
ant_nets = 0

[power]
ir_drop_mv = 0.0242
power.total_uw = 115
p_leak_nw = 0.240
powerDensity_nw_per_um2 = 198

[place]
dp.cells = 110
io_buffers = 23
pre_cts_ws_ns = -0.737
gp_congestion = 0.795
hpwl_mm = 1.03

[timing]
min_period_ns = 1.85
hold_viol = 0
setup_ws_ns = 0.0510
setup_violations = 0
whs_ns = 1.23
relSlewSlack_pct = 85.8
drv_slew = 0
fin_crit_sh_pct = 97.3
fmax_mhz = 541
worst_pin_slew_ns = 0.213

[clock_tree]
postCtsHoldBufs = 0
postCtsSetupRepairBufs = 0

[job]
tool_warnings = 41
maxCapViolations = 0

[worst_hold_path]
hp-class = "in2out"

[status]
status = "completed"
[what timing repair did]
item / 4_1_cts / 5_1_grt
pin swaps: 8 / 10
gates resized: 33 / 15
setup endpoints to repair: 2 / 2
[critical path, stage by stage]
cell             delay [ns]
clkdlybuf4s15_1        0.19
buf_4                  0.14
or4_4                  0.42
o21ai_2                0.12
a31oi_1                0.10
buf_2                  0.12
[layer usage]
metal / routed length [µm] / GRT usage, % / share of wire [%]
met4: 0 / 0 / 0
met2: 580 / 6.34 / 53
met5: 0 / 0 / 0
met1: 378 / 2.97 / 34
met3: 139 / 1.36 / 13
[cell usage after synthesis]
| library cell | instances | share of area (%) |
|---|---|---|
| nand3_1 | 4 | 8.0 |
| nand2_1 | 1 | 1.5 |
| a31oi_1 | 1 | 2.5 |
| xor2_1 | 8 | 28 |
| xnor2_1 | 12 | 42 |
| nor3_1 | 3 | 6.0 |
| o21ai_1 | 1 | 2.0 |
| buf_4 | 1 | 3.0 |
| or4_1 | 1 | 3.0 |
| o32ai_1 | 1 | 3.5 |
[cells by family after synthesis]
| kind of cell | count (synthesis) |
|---|---|
| simple gates | 9 |
| compound gates | 3 |
| xor+xnor | 20 |
| buf+inv | 1 |
[power by group]
part | internal, mW | switching (mW) | total (mW)
Sequential | 0 | 0 | 0
Combinational | 0.0694 | 0.0453 | 0.115
Clock | 0 | 0 | 0
Total | 0.0694 | 0.0453 | 0.115
[final timing paths]
path | from | to | slack (ns) | cells after the start
max | SourceReg1Dec[1] | StallFetch_o | 0.05 | 6
min | SourceReg1Dec[3] | StallDecode_o | 1.23 | 5
[metrics by stage]
step / TNS (ns) / cell area [µm²] / utilization [%]
floorplan: 0 / 249 / -
global placement: -1.42 / 597 / 17.5
detailed placement: -1.47 / 597 / 17.5
CTS: 0 / 573 / 16.8
global route: -0.00325 / 579 / 17.0
finish: 0 / 579 / 17.0
[layout make-up]
cell class                      count  area share [%]
Multi-Input combinational cell     32            46.9
Timing Repair Buffer               32            43.2
Tap cell                           46            9.94

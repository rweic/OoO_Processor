==> design/flow/constraint.sdc <==
current_design memory_access

set clk_period 1.0
set clk_io_pct 0.2

create_clock -name clk0 -period $clk_period [get_ports {clk}]

set non_clock_inputs [all_inputs -no_clocks]
set_input_delay [expr $clk_period * $clk_io_pct] -clock clk0 $non_clock_inputs
set_output_delay [expr $clk_period * $clk_io_pct] -clock clk0 [all_outputs]
==> design/flow/design.v <==
module memory_access #(parameter WIDTH = 32, parameter ADDR_LEN = 32) (
    clk, reset, pc_i, alu_result_i, mem_r_i, rd_addr_i, rf_w_en_i, imm_i, wbsel_i, pc_o, alu_result_o, load_data, rd_addr_o, rf_w_en_o, imm_o, wbsel_o
);
    input clk, reset;
    input [ADDR_LEN-1:0] pc_i;
    input [WIDTH-1:0] alu_result_i;
    input [WIDTH-1:0] mem_r_i;  
    input [4:0] rd_addr_i;
    input rf_w_en_i;
    input [WIDTH-1:0] imm_i;
    input [1:0] wbsel_i;
    output reg [ADDR_LEN-1:0] pc_o;
    output reg [WIDTH-1:0] alu_result_o;
    output reg [WIDTH-1:0] load_data;
    output reg [4:0] rd_addr_o;
    output reg rf_w_en_o;
    output reg [WIDTH-1:0] imm_o;
    output reg [1:0] wbsel_o;
    always @(posedge clk) begin
        if (reset) begin
            pc_o <= 'b0;
            alu_result_o <= 'b0;
            rd_addr_o <= 'b0;
            rf_w_en_o <= 'b0;
            load_data <= 'b0;
            imm_o <= 'b0;
            wbsel_o <= 'b0;
        end else begin
            pc_o <= pc_i;
            alu_result_o <= alu_result_i;
            rd_addr_o <= rd_addr_i;
            rf_w_en_o <= rf_w_en_i;
            load_data <= mem_r_i;
            imm_o <= imm_i;
            wbsel_o <= wbsel_i;
        end
    end
endmodule
==> design/flow/config.mk <==
export PLATFORM = sky130hd
export DESIGN_NAME = memory_access
export DESIGN_NICKNAME = memory_access
export VERILOG_FILES = /design/flow/design.v
export SDC_FILE = /design/flow/constraint.sdc
export NUM_CORES = 4
export LEC_CHECK = 1
export CORE_AREA = 10 10 174 174
export DIE_AREA = 0 0 184 184
==> design/flow/run.sh <==
#!/bin/bash
# OpenROAD 26Q1-2900-gdf79404cd8, Yosys 0.63+post, stock flow scripts
make -C /OpenROAD-flow-scripts/flow DESIGN_CONFIG=/design/flow/config.mk WORK_HOME=/design/flow/orfs finish
==> notes.md <==
Status on the layout run. The run finished, with violations left. The checks that failed: negative setup slack. Count of distinct cell types in the synthesized netlist landed at 4. Summing over the stages, the warning tally comes to 27.

Headroom to the max-slew limit landed at 87.7%. Setup repair after global routing could not meet its margin everywhere. The routed design could run at a clock period as short as 1.05 ns. Starting DRC count in detailed routing landed at 23. Per the detail_route report, inserted antenna diodes total 0. Grouping stages by cell kind, the critical path spends the most delay in flip-flops. Quantity of hold-fixing buffers added after cts landed at 0.

The clock network burns 46.6% of the power. I/O pin count landed at 274. The vertical die dimension reported for this design is 184 µm. Power dissipated by switching net loads landed at 2.87 mW. All stages included, the depth of the critical timing path comes to 1. The critical path's slowest stage uses the library cell sky130_fd_sc_hd__dfxtp_2. Vias per cell landed at 3.14. On the worst setup and hold paths after CTS, the clock-pin slew comes to 0.06 ns. The most critical min-delay path falls under in -> reg. According to the floorplan report, the placeable core area is 26300 µm². For this design, Yosys synthesis ends with a cell count of 287. The highest supply drop recorded on VDD is 0.874 mV. For reference, the critical path cell chain is buf_2. For this run, the number of Yosys warnings is 1.

Overflow left after global routing landed at 0. The mapped netlist covers 3680 µm². STA classifies the critical path startpoint as a flop. Maximum achievable frequency landed at 0.948 GHz. TritonCTS built the clock tree. Count of standard-cell rows landed at 59.

Total wire length landed at 13.4 mm. Number of buffers created by CTS landed at 17. Entering global routing, the biggest net connects 36 pins. Die area landed at 33900 µm². Transition time at the pin with the least slew margin landed at 0.184 ns.

The OpenROAD report gives the critical path a data arrival time of 0.85 ns. Synthesis inferred 136 register bits. Per the final layout report, the fraction of cells sized above drive strength 1 comes to 34.0%.

Number of levels in the clock H-tree landed at 4. Max-slew violation total from the final report landed at 0. The global routing report lists combined usage of all routing layers as 7.69%. Standby leakage power landed at 2.96 nW. Final HPWL from detailed placement landed at 10.7 mm. Looking at the power breakdown, sequential logic takes 44.7% of the total. Ranking logic cells in the layout by count gives the top entries 136 x sky130_fd_sc_hd__nor2b_1, 136 x sky130_fd_sc_hd__clkdlybuf4s50_1, 132 x sky130_fd_sc_hd__buf_2. STA lists the startpoint of the worst hold path as reset.

The count of nets left with antenna violations once routing finished came out at 0. For this design the ratio of total power to cell area is 1900 nW/µm². Per the run report, area growth between synthesis and finish was 84.8%. Measured along the x axis, the die boundary spans 184 µm.

Switching fraction of total power landed at 22.2%. Fraction of the core area occupied by cells at floorplan landed at 14.0%. Count of placed standard cells including taps landed at 894. Per report_power, the combinational group accounts for 8.7% of the total.

For reference, the post-synthesis area per instance comes to 12.8 µm². Final-report setup violation count landed at 128. Clock sink count landed at 136. Share of the clock period used by the worst path after layout landed at 105%. Largest fanout of any net on the critical path landed at 1. Worst setup timing slack at the placement stage landed at -0.0762 ns. The via count of the first global-routing pass was 3178. For this run, the slowest stage of the critical path takes 0.33 ns. Total count of hold-check failures in the final report landed at 0. Along the critical path, the tally of buffer and inverter instances is 1. Average detailed-routed wire length per instance landed at 14.5 µm. Counting every instance in the synthesized netlist gives 287. Global-route wire length before repair landed at 19.6 mm. The critical path is of the reg -> out type. The tree is rooted in a sky130_fd_sc_hd__clkbuf_16. The detailed router placed 2907 vias in this run. STA classifies the critical path endpoint as a primary output. Cell depth of the worst hold path landed at 3. Cells fill 25.9% of the core in the end. The final report lists a non-filler cell total of 926.

Of the synthesized area, sequential elements account for 74.0%. For this run, the chip area from Yosys synthesis comes to 3680 µm². Tally of max-capacitance violations landed at 0. Number of antenna violations at the first check in global routing landed at 0. For hold timing, the worst endpoint is rd_addr_o[3].

Post-route DRC violation count landed at 0. The critical path in the final layout is reported with a setup slack of -0.0547 ns. Overall power consumption after layout is estimated at 12.9 mW. No sink is reached through more buffers than the 2 on the longest clock path. Final RePlAce weighted congestion landed at 0.785. Total of buffers placed on input and output ports landed at 273. The internal portion of the total power is 10.1 mW. Count of TritonRoute iterations in the first routing pass landed at 4. The OpenROAD report gives the critical path a required time of 0.80 ns.
power groups by stage:
stage                 Clock [mW]  Sequential (mW)  Combinational, mW
final                       6.03             5.78               1.13
after CTS                   6.33             5.78               1.16
after global routing        6.52             5.81               1.25
metrics by stage:
step                setup TNS [ns]  instance area, µm²  hold WS, ns
floorplan                        0                3680        0.328
global placement            -0.512                6870        0.616
detailed placement          -0.412                6870        0.619
CTS                          -6.18                6780        0.166
global route                 -8.59                6800        0.177
finish                       -1.69                6800        0.186
per-layer routing:
layer	GRT usage (%)	routed length, µm
met5	0	0
met4	1.05	172
met3	5.75	2320
met2	11.9	5790
met1	8.56	5160
kinds of logic (layout without fill, tap and decap cells):
family / Yosys count / after routing / synth area share, %
flops: 136 / 136 / 74.0
simple gates: 136 / 136 / 23.1
buf+inv: 15 / 319 / 2.89
how the worst max path moves through the flow:
stage	from	end
after global routing	load_data[13]	load_data[13]
final	load_data[13]	load_data[13]
after CTS	load_data[13]	load_data[13]
Yosys cell counts:
library cell	n	share of area, %
sky130_fd_sc_hd__dfxtp_1	136	74
sky130_fd_sc_hd__buf_6	5	1.5
sky130_fd_sc_hd__nor2b_1	136	23
sky130_fd_sc_hd__buf_2	10	1.4
state kept, by name (all words and copies together) (netlist names):
name,cells
pc_o,32
rf_w_en_o,1
imm_o,32
load_data,32
wbsel_o,2
rd_addr_o,5
alu_result_o,32
final cells by class:
type                    instances  area [µm²]
fillers                      2790       19500
multi-input cells             136         851
flip-flops and latches        136        2750
repair buffers                287        2220
well taps                     335         419
clock buffers                  20         447
clock inverters                12         119
repair_timing:
item                                   4_1_cts  5_1_grt
setup buffers                                0        0
resized                                    451       10
setup endpoints to repair                  136      136
endpoints found under the hold margin        0        0
Power is estimated from default activity; no workload was simulated.

==> /design/flow/config.mk <==
export PLATFORM = sky130hd
export DESIGN_NAME = rs
export DESIGN_NICKNAME = rs
export VERILOG_FILES = /design/flow/design.v
export SDC_FILE = /design/flow/constraint.sdc
export NUM_CORES = 4
export LEC_CHECK = 1
export CORE_UTILIZATION = 50
==> /design/flow/run.sh <==
#!/bin/bash
# OpenROAD 26Q1-2900-gdf79404cd8, Yosys 0.63+post, stock flow scripts
make -C /OpenROAD-flow-scripts/flow DESIGN_CONFIG=/design/flow/config.mk WORK_HOME=/design/flow/orfs finish
==> /design/flow/constraint.sdc <==
current_design rs

set clk_period 7.1
set clk_io_pct 0.2

create_clock -name clk0 -period $clk_period [get_ports {clk_i}]

set non_clock_inputs [all_inputs -no_clocks]
set_input_delay [expr $clk_period * $clk_io_pct] -clock clk0 $non_clock_inputs
set_output_delay [expr $clk_period * $clk_io_pct] -clock clk0 [all_outputs]
==> /design/flow/design.v <==
module priority_management #(parameter SIZE = 4) (
    allocate_i, resource_valid_i, entry_ready_i,
    entry_allocate_o,
    entry_issue_o, idx_issued_o
);
    input allocate_i;   
    input [SIZE-1:0] resource_valid_i;   
    input [SIZE-1:0] entry_ready_i;   
    output reg [SIZE-1:0] entry_allocate_o;
    output reg [SIZE-1:0] entry_issue_o;  
    output reg [1:0] idx_issued_o;  
    reg [2:0] age [0:SIZE-1];
    reg [1:0] idx;
    reg [2:0] oldest_age;
    assign idx_issued_o = idx;
    always @(*) begin
        entry_allocate_o[0] = resource_valid_i[0];
        entry_allocate_o[1] = (~resource_valid_i[0]) & resource_valid_i[1];
        entry_allocate_o[2] = (~resource_valid_i[0]) & (~resource_valid_i[1]) & resource_valid_i[2];
        entry_allocate_o[3] = (~resource_valid_i[0]) & (~resource_valid_i[1]) & (~resource_valid_i[2]) & resource_valid_i[3];
    end    
    always @(*) begin
        for (integer i = 0; i < SIZE; i = i+1) begin
            if (~resource_valid_i[i] & allocate_i) begin   
                age[i] = age[i] + 1'b1;
            end
            else if (resource_valid_i[i]) begin
                age[i] = 'b0;
            end
            else begin 
                age[i] = age[i];
            end
        end
    end    
    always @(*) begin
        oldest_age = 'b0;
        idx = 'b0;
        for (integer i = 0; i < SIZE; i = i+1) begin
            if (oldest_age < age[i]) begin 
                oldest_age = age[i];
                idx = i;
            end
            else begin 
                oldest_age = oldest_age;
                idx = idx;
            end
        end
        if ((|entry_ready_i) & (~resource_valid_i[idx]))begin
            entry_issue_o = 'b0000;
            entry_issue_o[idx] = 1'b1;
        end
        else begin
            entry_issue_o = 'b0000;
        end
    end    
endmodule
module rs #(
    parameter RS_SIZE = 4
)
(
    clk_i, reset_i,
    pc_i, inst_i,
    prs1_addr_i, prs2_addr_i, rob_idx_i,
    prs1_valid_i, prs2_valid_i,
    alu_request_i, lsu_request_i, mul_request_i,
    lsu_valid_i,
    cdb_en_i, cdb_tag_i,
    alu_free_o, lsu_free_o, mul_free_o,
    alu_request_o, alu_pc_o, alu_inst_o, alu_prs1_addr_o, alu_prs2_addr_o, alu_rob_idx_o,
    lsu_request_o, lsu_pc_o, lsu_inst_o, lsu_prs1_addr_o, lsu_prs2_addr_o, lsu_rob_idx_o,
    mul_request_o, mul_pc_o, mul_inst_o, mul_prs1_addr_o, mul_prs2_addr_o, mul_rob_idx_o
);
    input clk_i;
    input reset_i;
    input [31:0] pc_i;
    input [31:0] inst_i;
    input [4:0] prs1_addr_i;
    input [4:0] prs2_addr_i;
    input [4:0] rob_idx_i;
    input alu_request_i;
    input lsu_request_i;
    input mul_request_i;
    input prs1_valid_i;
    input prs2_valid_i;
    input lsu_valid_i;
    input cdb_en_i;
    input [4:0] cdb_tag_i;
    output reg alu_free_o;
    output reg lsu_free_o;
    output reg mul_free_o;
    output reg alu_request_o;
    output reg [31:0] alu_pc_o;
    output reg [31:0] alu_inst_o;
    output reg [4:0] alu_prs1_addr_o;
    output reg [4:0] alu_prs2_addr_o;
    output reg [4:0] alu_rob_idx_o;
    output reg mul_request_o;
    output reg [31:0] mul_pc_o;
    output reg [31:0] mul_inst_o;
    output reg [4:0] mul_prs1_addr_o;
    output reg [4:0] mul_prs2_addr_o;
    output reg [4:0] mul_rob_idx_o;
    output reg lsu_request_o;
    output reg [31:0] lsu_pc_o;
    output reg [31:0] lsu_inst_o;
    output reg [4:0] lsu_prs1_addr_o;
    output reg [4:0] lsu_prs2_addr_o;
    output reg [4:0] lsu_rob_idx_o;
    wire [1:0] alu_idx_issued;
    wire [1:0] lsu_idx_issued;
    wire [1:0] mul_idx_issued;
    wire [RS_SIZE-1:0] alu_entry_free;
    wire [RS_SIZE-1:0] lsu_entry_free;
    wire [RS_SIZE-1:0] mul_entry_free;
    wire [RS_SIZE-1:0] alu_ready; 
    wire [RS_SIZE-1:0] lsu_ready; 
    wire [RS_SIZE-1:0] mul_ready; 
    wire [RS_SIZE-1:0] alu_entry_allocate;
    wire [RS_SIZE-1:0] alu_entry_issue;
    wire [31:0] alu_inst [0:RS_SIZE-1]; 
    wire [31:0] alu_pc [0:RS_SIZE-1]; 
    wire [4:0] alu_rs1_addr [0:RS_SIZE-1]; 
    wire [4:0] alu_rs2_addr [0:RS_SIZE-1];
    wire [4:0] alu_rob_idx  [0:RS_SIZE-1];
    wire [RS_SIZE-1:0] mul_entry_allocate;
    wire [RS_SIZE-1:0] mul_entry_issue;
    wire [31:0] mul_inst [0:RS_SIZE-1]; 
    wire [31:0] mul_pc [0:RS_SIZE-1]; 
    wire [4:0] mul_rs1_addr [0:RS_SIZE-1]; 
    wire [4:0] mul_rs2_addr [0:RS_SIZE-1];
    wire [4:0] mul_rob_idx  [0:RS_SIZE-1];
    wire [RS_SIZE-1:0] lsu_entry_allocate;
    wire [RS_SIZE-1:0] lsu_entry_issue;
    wire [31:0] lsu_inst [0:RS_SIZE-1]; 
    wire [31:0] lsu_pc [0:RS_SIZE-1]; 
    wire [4:0] lsu_rs1_addr [0:RS_SIZE-1]; 
    wire [4:0] lsu_rs2_addr [0:RS_SIZE-1];
    wire [4:0] lsu_rob_idx  [0:RS_SIZE-1];
    assign alu_request_o= | alu_entry_issue;
    assign lsu_request_o= | lsu_entry_issue;
    assign mul_request_o= | mul_entry_issue;
    assign alu_free_o = | alu_entry_free;
    assign lsu_free_o = | lsu_entry_free;
    assign mul_free_o = | mul_entry_free;
    assign alu_pc_o = alu_pc[alu_idx_issued];
    assign alu_inst_o = alu_inst[alu_idx_issued];
    assign alu_prs1_addr_o = alu_rs1_addr[alu_idx_issued];
    assign alu_prs2_addr_o = alu_rs2_addr[alu_idx_issued];
    assign alu_rob_idx_o = alu_rob_idx[alu_idx_issued];
    assign mul_pc_o = mul_pc[mul_idx_issued];
    assign mul_inst_o = mul_inst[mul_idx_issued];
    assign mul_prs1_addr_o = mul_rs1_addr[mul_idx_issued];
    assign mul_prs2_addr_o = mul_rs2_addr[mul_idx_issued];
    assign mul_rob_idx_o = mul_rob_idx[mul_idx_issued];
    assign lsu_pc_o = lsu_pc[lsu_idx_issued];
    assign lsu_inst_o = lsu_inst[lsu_idx_issued];
    assign lsu_prs1_addr_o = lsu_rs1_addr[lsu_idx_issued];
    assign lsu_prs2_addr_o = lsu_rs2_addr[lsu_idx_issued];
    assign lsu_rob_idx_o = lsu_rob_idx[lsu_idx_issued];
    priority_management pm_alu (
        .allocate_i(alu_request_i), 
        .resource_valid_i(alu_entry_free), 
        .entry_ready_i(alu_ready),
        .entry_allocate_o(alu_entry_allocate),
        .entry_issue_o(alu_entry_issue),
        .idx_issued_o(alu_idx_issued)
    );
    priority_management pm_lsu (
        .allocate_i(lsu_request_i), 
        .resource_valid_i(lsu_entry_free), 
        .entry_ready_i(lsu_ready),
        .entry_allocate_o(lsu_entry_allocate),
        .entry_issue_o(lsu_entry_issue),
        .idx_issued_o(lsu_idx_issued)
    );
    priority_management pm_mul (
        .allocate_i(mul_request_i), 
        .resource_valid_i(mul_entry_free), 
        .entry_ready_i(mul_ready),
        .entry_allocate_o(mul_entry_allocate),
        .entry_issue_o(mul_entry_issue),
        .idx_issued_o(mul_idx_issued)
    );
    genvar i;
    generate
        for(i = 0; i < RS_SIZE; i = i + 1) begin
            rs_entry alu_entry (
                .clk_i(clk_i), 
                .reset_i(reset_i),
                .entry_allocate_req_i(alu_request_i & alu_entry_allocate[i]), 
                .entry_issue_i(alu_entry_issue[i]),
                .pc_i(pc_i), 
                .inst_i(inst_i),
                .prs1_addr_i(prs1_addr_i), 
                .prs2_addr_i(prs2_addr_i), 
                .rob_idx_i(rob_idx_i),
                .prs1_valid_i(prs1_valid_i), 
                .prs2_valid_i(prs2_valid_i),
                .cdb_en_i(cdb_en_i), 
                .cdb_tag_i(cdb_tag_i),
                .entry_free_o(alu_entry_free[i]),
                .ready_o(alu_ready[i]),
                .pc_o(alu_pc[i]),
                .inst_o(alu_inst[i]),
                .prs1_addr_o(alu_rs1_addr[i]), 
                .prs2_addr_o(alu_rs2_addr[i]), 
                .rob_idx_o(alu_rob_idx[i])
            );
        end
    endgenerate
    generate
        for(i = 0; i < RS_SIZE; i = i + 1) begin
            rs_entry mul_entry (
                .clk_i(clk_i), 
                .reset_i(reset_i),
                .entry_allocate_req_i(mul_request_i & mul_entry_allocate[i]), 
                .entry_issue_i(mul_entry_issue[i]),
                .pc_i(pc_i), 
                .inst_i(inst_i),
                .prs1_addr_i(prs1_addr_i), 
                .prs2_addr_i(prs2_addr_i), 
                .rob_idx_i(rob_idx_i),
                .prs1_valid_i(prs1_valid_i), 
                .prs2_valid_i(prs2_valid_i),
                .cdb_en_i(cdb_en_i), 
                .cdb_tag_i(cdb_tag_i),
                .entry_free_o(mul_entry_free[i]),
                .ready_o(mul_ready[i]),
                .pc_o(mul_pc[i]),
                .inst_o(mul_inst[i]),
                .prs1_addr_o(mul_rs1_addr[i]), 
                .prs2_addr_o(mul_rs2_addr[i]), 
                .rob_idx_o(mul_rob_idx[i])
            );
        end
    endgenerate
    generate
        for(i = 0; i < RS_SIZE; i = i + 1) begin
            rs_entry lsu_entry (
                .clk_i(clk_i), 
                .reset_i(reset_i),
                .entry_allocate_req_i(lsu_request_i & lsu_entry_allocate[i] & lsu_valid_i), 
                .entry_issue_i(lsu_entry_issue[i]),
                .pc_i(pc_i), 
                .inst_i(inst_i),
                .prs1_addr_i(prs1_addr_i), 
                .prs2_addr_i(prs2_addr_i), 
                .rob_idx_i(rob_idx_i),
                .prs1_valid_i(prs1_valid_i), 
                .prs2_valid_i(prs2_valid_i),
                .cdb_en_i(cdb_en_i), 
                .cdb_tag_i(cdb_tag_i),
                .entry_free_o(lsu_entry_free[i]),
                .ready_o(lsu_ready[i]),
                .pc_o(lsu_pc[i]),
                .inst_o(lsu_inst[i]),
                .prs1_addr_o(lsu_rs1_addr[i]), 
                .prs2_addr_o(lsu_rs2_addr[i]), 
                .rob_idx_o(lsu_rob_idx[i])
            );
        end
    endgenerate
endmodule
module rs_entry (
    clk_i, reset_i,
    entry_allocate_req_i, 
    entry_issue_i,   
    pc_i, inst_i,
    prs1_addr_i, prs2_addr_i, rob_idx_i,
    prs1_valid_i, prs2_valid_i,
    cdb_en_i, cdb_tag_i,
    entry_free_o,
    ready_o,
    pc_o, inst_o,
    prs1_addr_o, prs2_addr_o, rob_idx_o
);
    input clk_i;
    input reset_i;
    input entry_allocate_req_i;
    input entry_issue_i;
    input [31:0] pc_i;
    input [31:0] inst_i;
    input [4:0] prs1_addr_i;
    input [4:0] prs2_addr_i;
    input [4:0] rob_idx_i;
    input prs1_valid_i;
    input prs2_valid_i;
    input cdb_en_i;
    input [4:0] cdb_tag_i;   
    output reg entry_free_o;   
    output reg ready_o;
    output reg [31:0] pc_o;
    output reg [31:0] inst_o;
    output reg [4:0] prs1_addr_o;
    output reg [4:0] prs2_addr_o;
    output reg [4:0] rob_idx_o;
    reg cdb_prs1_valid;
    reg cdb_prs2_valid;
    reg prs1_ready;
    reg prs2_ready;
    reg entry_free_reg;
    reg [31:0] pc_reg;
    reg [31:0] inst_reg;
    reg [4:0] prs1_addr_reg;
    reg [4:0] prs2_addr_reg;
    reg [4:0] rob_idx_reg;
    reg prs1_ready_reg;
    reg prs2_ready_reg;
    assign ready_o = prs1_ready & prs2_ready & (!entry_free_o);
    assign cdb_prs1_valid = cdb_en_i && (cdb_tag_i == prs1_addr_o);   
    assign cdb_prs2_valid = cdb_en_i && (cdb_tag_i == prs2_addr_o);   
    always @(*) begin
        if (entry_allocate_req_i) begin   
            entry_free_reg = 1'b0;   
            pc_reg = pc_i;
            inst_reg = inst_i;
            prs1_addr_reg = prs1_addr_i;
            prs2_addr_reg = prs2_addr_i;
            rob_idx_reg = rob_idx_i;
            prs1_ready_reg = prs1_valid_i;
            prs2_ready_reg = prs2_valid_i;
        end
        else if (!entry_free_o) begin   
            entry_free_reg = entry_free_o | entry_issue_i;   
            pc_reg = pc_o;
            inst_reg = inst_o;
            prs1_addr_reg = prs1_addr_o;
            prs2_addr_reg = prs2_addr_o;
            rob_idx_reg = rob_idx_o;
            prs1_ready_reg = prs1_ready | cdb_prs1_valid;
            prs2_ready_reg = prs2_ready | cdb_prs2_valid;
        end
        else begin   
            entry_free_reg = entry_free_o | entry_issue_i;
            pc_reg = pc_o;
            inst_reg = inst_o;
            prs1_addr_reg = 'b0;
            prs2_addr_reg = 'b0;
            rob_idx_reg = 'b0;
            prs1_ready_reg = 1'b0;
            prs2_ready_reg = 1'b0;
        end
    end
    always @(posedge clk_i) begin
        if (reset_i) begin
            entry_free_o <= 1'b1;
            pc_o <= 32'b0;
            inst_o <= 32'b0;
            prs1_addr_o <= 4'b0;
            prs2_addr_o <= 4'b0;
            rob_idx_o <= 4'b0;
            prs1_ready <= 1'b0;
            prs2_ready <= 1'b0;
        end
        else begin
            entry_free_o <= entry_free_reg;   
            pc_o <= pc_reg;
            inst_o <= inst_reg;
            prs1_addr_o <= prs1_addr_reg;
            prs2_addr_o <= prs2_addr_reg;
            rob_idx_o <= rob_idx_reg;
            prs1_ready <= prs1_ready_reg;
            prs2_ready <= prs2_ready_reg;
        end
    end
endmodule
==> run_results.csv <==
group,metric,value,unit
cts,h-tree-depth,3,
drt,post_drt_wl_per_cell,23.2,um
cts,insertion_delay,0.68,ns
die,rows,110,
run,warning_count,42,
grt,grt_first_pass_wirelength,254,mm
drt,dr.first_iter.drc_count,3347,
timing,final.setup.tns,0,ns
drt,ant_nets,0,
critical_path,cp-startpoint,"genblk2[3].mul_entry.entry_free_o",
timing,max_freq,0.218,GHz
yosys,yosysChipArea,0.0457,mm2
critical_path,slowest_delay,0.75,ns
die,pin_count,336,
hold_path,min_path_type,"flop to flop",
run,max_cap_viol_count,0,
placed_design,hpwl,97.2,mm
finish,fill_cells,8347,
critical_path,required,5.68,ns
yosys,syn-cell-area,0.0457,mm2
yosys,ys_cells,5989,
yosys,ys_top_cells_by_area,"dfxtp_1, nand2_1, a21oi_1",
die,fp.dieH,304,um
critical_path,worstPathMaxFanout,19,
pwr,leakage,18.5,nW
timing,timing.hold.ws,0.449,ns
timing,min_period,4.58,ns
die,core_util_floorplan,0.506,
yosys,synth_top_cell_by_area,"dfxtp_1",
timing,rsz0062_at_grt,"false",
timing,untimed_endpoints,36,
placed_design,gp_congestion,0.899,
yosys,edf_count,0,
yosys,synth_dominant_cell_count,"nand2_1",
pwr,powerDensity,238,mW/mm2
hold_path,min-delay-start,"genblk1[0].alu_entry.pc_o[13]",
yosys,async_flop_share,0,
critical_path,start_kind,"flop",
timing,unclocked_regs,36,
run_status,status,"finished clean",
drt,drt_pre_antenna_iters,7,
cts,cts_buffers,106,
die,die_width,304,um
yosys,syn_inst,5989,
yosys,avgSynthCellArea,7.63,um2
timing,slew_headroom,0.398,
timing,slew_violations,0,
yosys,yosysUniqueCellTypes,60,
timing,skew,0.0260,ns
drt,vias,43100,
cts,postCtsSetupRepairBufs,0,
critical_path,cpMaxStageDelayCell,"clkinv_1",
finish,drive_gt1_frac,0.0576,
grt,grtUsageTotal,0.367,
drt,drc,0,
timing,setup_viol,0,
critical_path,cp.buffers_inverters,2,
grt,grt-ovfl-total,0,
critical_path,worst_setup_path_end_kind,"output port",
pwr,irDropWorstVdd,0.236,mV
cts,holdBufCountCts,0,
die,die-area,0.0926,mm2
drt,wl,166,mm
finish,fin_util,0.583,
pwr,p_total,12.5,mW
die,fp.coreArea,0.0903,mm2
grt,grt_pass1_vias,41200,
yosys,ff_type,"dfxtp_1",
critical_path,crit_chain,"clkinv_1, a311o_1, o221a_2, clkdlybuf4s50_1",
yosys,yosysWarnings,86,
cts,cts_tree,"yes",
timing,hold_violations,0,
grt,grt_antenna_before_repair,3,
placed_design,port_buffers,335,
timing,tightest_slew,0.903,ns
cts,clkTransAtPathRegs,0.06,ns
cts,clock_tree.buffer_depth,3,
cts,cts-root-buf,"clkbuf_16",
cts,cts_resized,0,
yosys,yosys.area.top_type_share,0.431,
drt,viasPerCell,6.02,
critical_path,worstPathArrival,3.16,ns
timing,finalClockPeriodUsage,0.646,
finish,layout.cells.non_filler,7155,
finish,area_delta_synth_final,15.2,%
yosys,top_cells_by_count,"nand2_1, dfxtp_1, a21oi_1",
placed_design,dp.cells,6960,
critical_path,path_delay_family,"buffers and inverters",
yosys,ys_ff,1020,
grt,grt_max_degree,164,
critical_path,r2r_start,"genblk1[0].alu_entry.entry_free_o",
critical_path,path_class,"flop to output port",
## stage by stage
stage | area (um2) | setup WS (ns)
global placement | 49000 | 2.66
finish | 52600 | 2.52
floorplan | 45700 | 4.40
CTS | 52600 | 2.53
global route | 52600 | 2.51
detailed placement | 49000 | 2.64
## placed cells by master (no fill, tap or decap), drive strengths merged, types with 4 or more instances in the layout
| cell | count |
|---|---|
| a211o | 5 |
| a211oi | 238 |
| a21oi | 959 |
| a22oi | 15 |
| a31oi | 24 |
| and2 | 10 |
| and3 | 246 |
| buf | 100 |
| bufinv | 7 |
| clkbuf | 158 |
| clkdlybuf4s50 | 334 |
| clkinv | 26 |
| dfxtp | 984 |
| dlxtn | 36 |
| ha | 32 |
| inv | 31 |
| mux2 | 4 |
| nand2 | 1588 |
| nand2b | 42 |
| nand3 | 31 |
| nor2 | 213 |
| nor2b | 170 |
| nor4 | 24 |
| o21ai | 39 |
| o22ai | 244 |
| o2bb2ai | 237 |
| o41ai | 5 |
| or2 | 6 |
| xnor2 | 36 |
| xor2 | 96 |
## routing by layer
| metal | track usage | wire [um] | vias to the layer above |
|---|---|---|---|
| met4 | 0.0988 | 4920 | 4 |
| met1 | 0.533 | 71200 | 20900 |
| met5 | 0.00982 | 138 | - |
| met2 | 0.563 | 75800 | 1576 |
| met3 | 0.0896 | 14100 | 277 |
| li1 | - | - | 20300 |
## path summary, 6_finish.rpt
check                           slack, ns  depth (start not counted)                           endpoint
worst max-delay path                 2.52                          4                      mul_request_o
worst min-delay path                 0.45                          2      genblk1[0].alu_entry.pc_o[13]
worst max register to register       4.05                          6  genblk1[3].alu_entry.entry_free_o
worst min register to register       0.45                          2      genblk1[0].alu_entry.pc_o[13]
## cell families after synthesis
family / Yosys count / synth area share
AND/OR/NAND/NOR: 2343 / 0.223
AND-OR/OR-AND: 1787 / 0.239
flip-flops: 984 / 0.431
buffers and inverters: 671 / 0.0596
XOR/XNOR: 132 / 0.0253
latches: 36 / 0.0118
adder cells (fa/ha/maj): 32 / 0.00877
multiplexers: 4 / 0.000986
## worst register-to-register path, cell delays in order (launching register included)
cell     delay (ns)
dfxtp_1        0.46
buf_4          0.31
nor2b_1        0.47
and3_4         0.57
buf_4          0.66
nor2_1         0.15
a221o_1        0.31
## where the power goes
group	switching (mW)	leakage, nW	internal, mW
Clock	2.34	1.79	3.38
Sequential	0.0674	8.25	5.65
Combinational	0.686	8.47	0.407
Total	3.09	18.5	9.44
## area by class of cell
| cell class | instances | area [um2] | area share |
|---|---|---|---|
| Multi-Input combinational cell | 4298 | 23000 | 0.438 |
| Antenna cell | 2 | 5.00 | 0.0000951 |
| Clock buffer | 158 | 3230 | 0.0615 |
| Timing Repair Buffer | 434 | 4150 | 0.0789 |
| Clock inverter | 35 | 369 | 0.00702 |
| Tap cell | 1176 | 1470 | 0.0280 |
| Sequential cell | 1020 | 20200 | 0.385 |
| Inverter | 32 | 120 | 0.00228 |
No activity file was given, so power comes from the tool's default toggle rates.

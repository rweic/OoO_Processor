**design.v**
```verilog
module rename (
    clk_i, reset_i, inst_valid_i, rs1_addr_i, rs2_addr_i, rd_addr_i, cdb_en_i, cdb_reg_addr_i,
    prs1_addr_o, prs2_addr_o, prd_addr_o,
    prs1_valid_o, prs2_valid_o
);
    input clk_i, reset_i;
    input inst_valid_i;
    input [4:0] rs1_addr_i;
    input [4:0] rs2_addr_i;
    input [4:0] rd_addr_i;
    input cdb_en_i;
    input [4:0] cdb_reg_addr_i;
    output reg [4:0] prs1_addr_o;
    output reg [4:0] prs2_addr_o;
    output reg [4:0] prd_addr_o;
    output reg prs1_valid_o;
    output reg prs2_valid_o;
    reg [4:0] rat [0:31];
    reg busytable [0:31];
    wire [4:0] reg_allocate_addr;
    assign prs1_valid_o = ~busytable[prs1_addr_o] & inst_valid_i;
    assign prs2_valid_o = ~busytable[prs2_addr_o] & inst_valid_i;
    assign prd_addr_o = reg_allocate_addr;
    assign prs1_addr_o = rat[rs1_addr_i];
    assign prs2_addr_o = rat[rs2_addr_i];
    freelist freelist0 (
        .clk_i(clk_i), 
        .reset_i(reset_i), 
        .reg_free_en_i(cdb_en_i), 
        .reg_free_addr_i(cdb_reg_addr_i), 
        .reg_allocate_en_i(inst_valid_i),
        .empty_o(), 
        .reg_allocate_addr_o(reg_allocate_addr)
    );
    integer i;
    always @(posedge clk_i) begin
        if (reset_i) begin
            for (i = 0; i < 31; i ++ ) begin
                rat[i] <= 'b0;
            end
            for (i = 0; i < 32; i ++ ) begin
                busytable[i] <= 'h0;
            end
        end
        else if (inst_valid_i) begin
            rat[rd_addr_i] <= reg_allocate_addr;
            busytable[reg_allocate_addr] <= 'h1 & (reg_allocate_addr != 'h0);
        end
        else if (cdb_en_i) begin
            busytable[cdb_reg_addr_i] <= 'h0;
        end
        else begin end
    end
endmodule
module freelist 
#(
    parameter WIDTH = 5,
    parameter DEPTH = 32,
    parameter ADDR_LEN = 5
)
(
    clk_i, reset_i, reg_free_en_i, reg_free_addr_i, reg_allocate_en_i,
    empty_o, reg_allocate_addr_o
);
    input clk_i, reset_i;
    input reg_free_en_i;
    input [4:0] reg_free_addr_i;
    input reg_allocate_en_i;
    output empty_o;  
    output [4:0] reg_allocate_addr_o;
    reg [4:0] valid_registers [0:31];
    reg [4:0] num_free_reg;
    reg [4:0] head;
    reg [4:0] tail;
    wire [4:0] head_plus_one;
    wire [4:0] tail_plus_one;
    assign empty_o = (num_free_reg == 0);
    assign reg_allocate_addr_o = valid_registers[head];
    integer i;
    always @(posedge clk_i) begin
        if (reset_i) begin
            for (i = 0; i < 31; i ++ ) begin
                valid_registers[i] <= i + 1;
            end
            num_free_reg <= 'd31;
            head <= 'd0;
            tail <= 'd31;
        end 
        else begin
            if (reg_free_en_i & !reg_allocate_en_i) 
                num_free_reg <= num_free_reg + 1;
            else if (!reg_free_en_i & reg_allocate_en_i)
                num_free_reg <= num_free_reg - 1;
            else
                num_free_reg <= num_free_reg;
            if (reg_free_en_i) begin  
                tail <= tail + 1;
                valid_registers[tail] <= reg_free_addr_i;
            end else if (reg_allocate_en_i) begin
                head <= head + 1;
            end
        end
    end
endmodule
```
**run.sh**
```bash
#!/bin/bash
# OpenROAD 26Q1-2900-gdf79404cd8, Yosys 0.63+post, stock flow scripts
make -C /OpenROAD-flow-scripts/flow DESIGN_CONFIG=/design/flow/config.mk WORK_HOME=/design/flow/orfs finish
```
**config.mk**
```make
export PLATFORM = sky130hd
export DESIGN_NAME = rename
export DESIGN_NICKNAME = rename
export VERILOG_FILES = /design/flow/design.v
export SDC_FILE = /design/flow/constraint.sdc
export NUM_CORES = 4
export LEC_CHECK = 1
export CORE_UTILIZATION = 30
```
**constraint.sdc**
```tcl
current_design rename

set clk_period 13.6
set clk_io_pct 0.2

create_clock -name clk0 -period $clk_period [get_ports {clk_i}]

set non_clock_inputs [all_inputs -no_clocks]
set_input_delay [expr $clk_period * $clk_io_pct] -clock clk0 $non_clock_inputs
set_output_delay [expr $clk_period * $clk_io_pct] -clock clk0 [all_outputs]
```
==> metrics.txt <==
# HELP chip_impl_metric Implementation results
# TYPE chip_impl_metric gauge
chip_impl_info{name="status",value="completed"} 1
chip_impl_metric{name="pin_count_of_the_biggest_net_entering_global_routing",unit=""} 72
chip_impl_metric{name="lkg_pwr",unit="nW"} 6.906
chip_impl_info{name="rsz0062_at_grt",value="false"} 1
chip_impl_metric{name="synth-area-yosys",unit="mm²"} 0.01854
chip_impl_metric{name="syn_avg_cell_area",unit="µm²"} 14.00
chip_impl_metric{name="cts_hold_buf",unit=""} 0
chip_impl_metric{name="dp_area",unit="mm²"} 0.01964
chip_impl_metric{name="crit_required",unit="ns"} 10.88
chip_impl_metric{name="synth_cells",unit=""} 1324
chip_impl_metric{name="num_vias",unit=""} 11210
chip_impl_metric{name="aoi_share",unit="%"} 2.835
chip_impl_metric{name="synth_area",unit="mm²"} 0.01854
chip_impl_metric{name="layout.area.seq",unit="mm²"} 0.01087
chip_impl_metric{name="post_cts_resized",unit=""} 0
chip_impl_metric{name="gp_congestion",unit=""} 0.8942
chip_impl_metric{name="wire_length_of_the_first_global_routing_pass",unit="µm"} 69780
chip_impl_metric{name="insertedDiodeCount",unit=""} 0
chip_impl_metric{name="overflow",unit=""} 0
chip_impl_info{name="worstHoldPathType",value="register to register"} 1
chip_impl_metric{name="place.detailed.hpwl",unit="µm"} 30550
chip_impl_info{name="most_common_cell",value="sky130_fd_sc_hd__edfxtp_1"} 1
chip_impl_metric{name="tally_of_filler_cells_in_the_layout",unit=""} 5697
chip_impl_metric{name="finalSetupViolCount",unit=""} 0
chip_impl_info{name="worstReg2RegEnd",value="busytable[18]$_SDFFCE_PN0P_"} 1
chip_impl_metric{name="max_slew.worst_pin.slew",unit="ns"} 0.8607
chip_impl_metric{name="ys.flops",unit=""} 367
chip_impl_metric{name="worst_r2r_path_depth",unit=""} 9
chip_impl_metric{name="drt_first_iter_violations",unit=""} 613
chip_impl_metric{name="netlist.area_leader.share",unit="%"} 57.02
chip_impl_metric{name="drive_above_1_share",unit="%"} 19.09
chip_impl_metric{name="finalWorstPathRequiredPeriod",unit="ns"} 9.188
chip_impl_info{name="clk_root_buffer_cell",value="sky130_fd_sc_hd__clkbuf_16"} 1
chip_impl_metric{name="place.port_buffers",unit=""} 40
chip_impl_metric{name="power_density",unit="mW/mm²"} 128.6
chip_impl_metric{name="htree_levels",unit=""} 2
chip_impl_metric{name="final.hold.worst_slack",unit="ns"} 0.5394
chip_impl_metric{name="antenna_left",unit=""} 0
chip_impl_metric{name="clkTransAtPathRegs",unit="ns"} 0.06
chip_impl_metric{name="yosysCellCount",unit=""} 1324
chip_impl_metric{name="critical_path_peak_fanout",unit=""} 40
chip_impl_metric{name="detail_route.drc_violations",unit=""} 0
chip_impl_info{name="crit_path_start_kind",value="primary input"} 1
chip_impl_info{name="largest_area_cell",value="sky130_fd_sc_hd__edfxtp_1"} 1
chip_impl_metric{name="first_global_vias",unit=""} 11650
chip_impl_metric{name="yosys.area_share.xor_xnor",unit="%"} 0.3307
chip_impl_metric{name="i_o_pin_count",unit=""} 41
chip_impl_info{name="hp-start",value="freelist0.head[4]$_SDFFE_PP0P_"} 1
chip_impl_metric{name="placement.setup.worst_slack",unit="ns"} 4.439
chip_impl_metric{name="rrSetupSlack",unit="ns"} 9.22
chip_impl_metric{name="timing.slew.headroom",unit="%"} 42.01
chip_impl_info{name="min_to",value="freelist0.head[4]$_SDFFE_PP0P_"} 1
chip_impl_metric{name="placeableCoreArea",unit="mm²"} 0.06070
chip_impl_metric{name="synth.area.mux_share",unit="%"} 21.45
chip_impl_metric{name="final_cell_area",unit="mm²"} 0.02097
chip_impl_metric{name="detail_routed_via_count_per_cell",unit=""} 5.240
chip_impl_metric{name="post_synthesis_to_final_layout_area_growth",unit="%"} 13.14
chip_impl_metric{name="yosys.area_share.adder",unit="%"} 0.3375
chip_impl_metric{name="post_cts_buffers",unit=""} 0
chip_impl_metric{name="warnings",unit=""} 28
chip_impl_metric{name="irDropWorstVdd",unit="mV"} 0.09021
chip_impl_metric{name="max_cap_viols",unit=""} 0
chip_impl_metric{name="netlist-cell-type-count",unit=""} 49
chip_impl_metric{name="cp.arrival",unit="ns"} 6.47
chip_impl_metric{name="fp.dieW",unit="µm"} 250.6
chip_impl_metric{name="finalWorstSetupSlack",unit="ns"} 4.412
chip_impl_metric{name="finalClockSkew",unit="ns"} 0.02121
chip_impl_metric{name="cts.sinks",unit=""} 367
chip_impl_info{name="critPathCaptureType",value="primary output"} 1
chip_impl_metric{name="grt_antenna_before_repair",unit=""} 2
chip_impl_metric{name="route.final.wire_length",unit="µm"} 45290
chip_impl_metric{name="maxSlewViolCount",unit=""} 0
chip_impl_metric{name="placementRows",unit=""} 90
chip_impl_metric{name="fmax",unit="GHz"} 0.1088
chip_impl_info{name="postSynth.topFlopCell",value="sky130_fd_sc_hd__edfxtp_1"} 1
chip_impl_metric{name="clk_path_buf_depth",unit=""} 3
chip_impl_metric{name="clock_latency",unit="ns"} 0.54
chip_impl_info{name="logic_family",value="multiplexers"} 1
chip_impl_metric{name="synthArstFlopShare",unit="%"} 0
chip_impl_info{name="crit_type",value="primary input to primary output"} 1
chip_impl_info{name="topCellsByArea",value="sky130_fd_sc_hd__edfxtp_1, sky130_fd_sc_hd__mux4_2, sky130_fd_sc_hd__nor2_1, sky130_fd_sc_hd__and2_1, sky130_fd_sc_hd__or3_1"} 1
chip_impl_metric{name="cts_inserted_buffers",unit=""} 40
chip_impl_metric{name="seq_area_frac_synth",unit="%"} 58.64
chip_impl_metric{name="finalHoldViolCount",unit=""} 0
chip_impl_info{name="cts_tree",value="built"} 1
chip_impl_metric{name="initCoreUtil",unit="%"} 30.54
chip_impl_info{name="synth.cells.most_frequent",value="sky130_fd_sc_hd__edfxtp_1, sky130_fd_sc_hd__nor2_1, sky130_fd_sc_hd__mux4_2, sky130_fd_sc_hd__nand2_1, sky130_fd_sc_hd__and2_1"} 1
chip_impl_metric{name="dieHeight",unit="µm"} 250.6
chip_impl_metric{name="sum_of_negative_setup_slack",unit="ns"} 0
chip_impl_metric{name="cycle_use_final",unit="%"} 67.56
chip_impl_metric{name="timing.hold.worst_path_depth",unit=""} 2
chip_impl_metric{name="floorplan.die_area",unit="mm²"} 0.06279
chip_impl_metric{name="groute.usage.overall",unit="%"} 15.55
chip_impl_metric{name="drt-wirelength-per-cell",unit="µm"} 21.17
chip_impl_metric{name="drt_pass1_iterations",unit=""} 5
chip_impl_metric{name="enable_flop_cells",unit=""} 352
chip_impl_metric{name="synth.yosys.warnings",unit=""} 7
chip_impl_metric{name="simple_share",unit="%"} 13.38
chip_impl_metric{name="multiInputGateArea",unit="mm²"} 0.007131
how the worst max path moves through the flow:
stage | depth (start not counted) | slack [ns] | end | start
6_report | 10 | 4.41 | prs2_valid_o | rs2_addr_i[1]
5_1_grt | 10 | 4.23 | prs2_valid_o | rs2_addr_i[1]
4_1_cts | 10 | 4.41 | prs2_valid_o | rs2_addr_i[1]
metal layers:
layer	global-route usage [%]	part of all wire [%]	vias up
met5	0.2317	0.051	-
met4	3.173	2.4	4
met3	7.829	12	90
met2	23.75	47	504
met1	20.75	39	5592
li1	-	-	5018
cell families after synthesis:
logic type      count (synthesis)
simple gates                  528
flops                         367
mux                           200
buf+inv                       123
compound gates                 93
xor+xnor                        7
fa+ha+maj                       5
other cells                     1
state kept, by name, indices dropped and copies added, names as in the netlist, named ones only:
register                   flops
freelist0.head                 5
freelist0.tail                 5
rat                          160
freelist0.valid_registers    160
busytable                     32
cell type report:
class	count	share of cell area (%)
inverters	18	0.3222
multi-input cells	834	34.00
flip-flops and latches	367	51.84
clock inverters	25	1.444
repair buffers	68	2.816
well taps	782	4.665
clock buffers	45	4.910
power breakdown:
group | switching [W] | internal [W] | total, W
registers | 0.0000253 | 0.00127 | 0.00130
clock network | 0.000442 | 0.000661 | 0.00110
logic | 0.000175 | 0.000120 | 0.000295
worst max-delay path, cell delays in order:
cell,delay [ns]
sky130_fd_sc_hd__buf_2,0.07
sky130_fd_sc_hd__buf_4,0.51
sky130_fd_sc_hd__mux4_1,0.65
sky130_fd_sc_hd__mux4_2,0.51
sky130_fd_sc_hd__mux2i_4,0.68
sky130_fd_sc_hd__mux2i_1,0.27
sky130_fd_sc_hd__mux2i_1,0.10
sky130_fd_sc_hd__o211ai_1,0.18
sky130_fd_sc_hd__and4_1,0.25
sky130_fd_sc_hd__clkdlybuf4s50_1,0.49
through the flow:
| stage | total power, W | util, % | instances |
|---|---|---|---|
| floorplan | 0.001510 | - | 1324 |
| global placement | 0.001613 | 32.36 | 2069 |
| detailed placement | 0.001615 | 32.36 | 2069 |
| CTS | 0.002719 | 34.55 | 2139 |
| global route | 0.002786 | 34.55 | 2139 |
| finish | 0.002697 | 34.55 | 2139 |
cell usage in the layout, fill, tap and decap left out, types with 5 or more instances in the layout:
master	count
sky130_fd_sc_hd__a21oi_1	5
sky130_fd_sc_hd__a22oi_1	10
sky130_fd_sc_hd__and2_1	78
sky130_fd_sc_hd__buf_4	28
sky130_fd_sc_hd__bufinv_16	6
sky130_fd_sc_hd__clkbuf_16	40
sky130_fd_sc_hd__clkdlybuf4s50_1	36
sky130_fd_sc_hd__clkinv_1	7
sky130_fd_sc_hd__dfxtp_1	13
sky130_fd_sc_hd__edfxtp_1	352
sky130_fd_sc_hd__ha_1	5
sky130_fd_sc_hd__inv_1	17
sky130_fd_sc_hd__mux2i_1	39
sky130_fd_sc_hd__mux2i_4	7
sky130_fd_sc_hd__mux4_1	7
sky130_fd_sc_hd__mux4_2	143
sky130_fd_sc_hd__nand2_1	105
sky130_fd_sc_hd__nand4_1	7
sky130_fd_sc_hd__nor2_1	234
sky130_fd_sc_hd__nor2_2	8
sky130_fd_sc_hd__nor2b_1	5
sky130_fd_sc_hd__o21ai_0	48
sky130_fd_sc_hd__o21ai_1	15
sky130_fd_sc_hd__or3_1	66
sky130_fd_sc_hd__xor2_1	5
Power is estimated from default activity; no workload was simulated.
